==> ./run.sh <==
#!/bin/bash
# OpenROAD 26Q1-2900-gdf79404cd8, Yosys 0.63+post, stock flow scripts
make -C /OpenROAD-flow-scripts/flow DESIGN_CONFIG=/design/flow/config.mk WORK_HOME=/design/flow/orfs finish
==> ./config.mk <==
export PLATFORM = sky130hd
export DESIGN_NAME = Reg_file
export DESIGN_NICKNAME = Reg_file
export VERILOG_FILES = /design/flow/design.v
export SDC_FILE = /design/flow/constraint.sdc
export NUM_CORES = 4
export LEC_CHECK = 1
export CORE_UTILIZATION = 50
==> ./constraint.sdc <==
current_design Reg_file

set clk_period 1.6
set clk_io_pct 0.2

create_clock -name clk0 -period $clk_period [get_ports {CLK}]

set non_clock_inputs [all_inputs -no_clocks]
set_input_delay [expr $clk_period * $clk_io_pct] -clock clk0 $non_clock_inputs
set_output_delay [expr $clk_period * $clk_io_pct] -clock clk0 [all_outputs]
==> ./design.v <==
module Reg_file #(parameter WIDTH = 8, DEPTH = 16, ADDR = 4)
(
    input  wire             CLK,
    input  wire             RST,        
    input  wire             WrEn,       
    input  wire             RdEn,       
    input  wire [ADDR-1:0]  Address,    
    input  wire [WIDTH-1:0] WrData,     
    output reg  [WIDTH-1:0] RdData,      
    output reg              RdData_VLD,
    output wire [WIDTH-1:0] REG0,
    output wire [WIDTH-1:0] REG1,
    output wire [WIDTH-1:0] REG2,
    output wire [WIDTH-1:0] REG3
);
    reg [WIDTH-1:0] Reg_File [DEPTH-1:0]; 
    integer i;
    assign REG0 = Reg_File[0];
    assign REG1 = Reg_File[1];
    assign REG2 = Reg_File[2];
    assign REG3 = Reg_File[3];
    always @(posedge CLK or negedge RST) begin
        if (!RST) begin
            RdData <= 'b0;
            RdData_VLD <= 1'b0;
            for (i=0 ; i<DEPTH ; i=i+1) begin
                if (i == 2) begin
                    Reg_File[i] <= 'b100000_01;
                end else if (i == 3) begin
                    Reg_File[i] <= 'b00100000;
                end else begin
                    Reg_File[i] <= 'b0;
                end
            end
        end else if (WrEn && !RdEn) begin
            Reg_File[Address] <= WrData;
        end else if (RdEn && !WrEn) begin
            RdData <= Reg_File[Address];
            RdData_VLD <= 1'b1;
        end else begin
            RdData_VLD <= 1'b0;
        end
    end
endmodule
==> CHANGELOG.md <==
### Changed

* Peak supply drop at 0.00104 V
* Pin count of the biggest net entering global routing at 47
* Port Buffer Count at 56
* R2r endpoint: RdData[6]
* Mapped Cells at 472
* Relative slew slack at a little under half
* Synth top cells by count: 134 x dfrtp_1, 129 x mux2_2, 22 x mux2i_1, 22 x nand2_1, 19 x clkbuf_1
* Post-synth cell types at 41
* TNS Setup at 0 ns
* Worst Path Required at 1.88 ns
* CP endpoint kind: flop
* H-tree Lvls at 4
* DRC at 0
* Via density per instance at between 5 and 6
* Slew Viols, Final at 0
* Worst-path clk slew at 0.06 ns
* Mapped cell area at about 6300 um^2
* Total grt overflow at 0
* Static Leak at 4.12 nW
* Wire per inst at 20.8 um
* Crit path cell chain: clkdlybuf4s50_1 > buf_6 > buf_12 > and3_4 > a22o_1 > a221oi_1 > a31oi_1
* Dominant register cell: dfrtp_1
* Post-synth EDFFs at 0
* Ys cells at 472
* First-pass GRT wire length at 26100 um
* Filler Cells Inserted at 824
* Initial DRC count at about 200
* GR Util All Layers at 28.6%
* YS chip area at 6300 um^2
* Worst Setup SP: Address[1]
* Synth top cell by count: dfrtp_1
* Core area at 12200 um^2
* Clk latency of the worst-skew pair at 0.41 ns
* Diode count at 0
* Root buffer cell: clkbuf_16
* Period Utilization, post-route at 99.5%
* Worst Hold Depth at 2
* Pwr/cell area at 1140 nW/um^2
* Die Wd at 114 um
* Seq share, synth at 54.5%
* Stage-log warning count at 26
* Pre-antenna DRT Iters at 4
* Post-synth top area cell: dfrtp_1
* WP buf/inv at 3
* Total die area at 13000 um^2
* Synthesis-to-finish area growth at 37.8%
* Logic area at approximately 2900 um^2
* Placed Cells at about 740
* Outcome: finished, final reports clean
* CTS tree: built
* Max Fanout on Critical Path at 9
* Top post-synthesis cells by area: dfrtp_1 53%, mux2_2 23%, mux2i_1 3.5%, mux4_2 1.8%, a221oi_1 1.5%
* CP delay by family, top: buffers and inverters
* Routed WL at 16700 um
* Std-Cell Rows at 40
* Slowest-stage cell, CP: clkdlybuf4s50_1
* Initial antenna violation count at 0
* Vias in the first global route at 4659
* Setup-failing EPs final at 0
* TritonCTS buffer count at 17
* Tightest Pin Transition at ~0.8 ns
* HP Start: RdData_VLD
* Hold Path Class: flop to flop
* Max Cap Viol at 0
* Placer Congestion at around 0.94
* Flop2flop setup slack at 0.13 ns
* Reg2reg path depth at 6
* Worst setup SP type: input port
* Die Ht at 114 um
* CTS sink count at 137
* Crit path time final at 1.59 ns
* Levels on crit path at 7
* CP arrival at 1.87 ns
* Via count at 4487
* ANT nets after route at 0
* Post-synth regs at ~140
* Final HPWL DP at 11200 um
* Ys async rst share at ~100%
* Clock Path Buffers at 2
* Critical Path Max Stage Delay at 0.42 ns
* Final Core Density at 71.4%
* Clock skew at 0.00660 ns
* Initial Utilization at 51.8%
* Dominant cell area share at between 50% and 60%
* Crit Path Category: input port to flop
* Fmax at 628 MHz
* Fin. Hold Viols at 0
* Share of cells above drive strength 1 at 48.6%
* Worst hold endpoint: RdData_VLD
* R2R Path Start: Reg_File[7][6]
* Final non-filler cell total at 804
* Yosys warns at 2
* Mean Syn Cell Area at 13.3 um^2
* Register area at 3430 um^2
* Boundary Pins at 57
* Power, Total at 9.91 mW
==> routing by layer <==
metal	wire, um	part of all wire [%]	GRT usage, %	vias up
met3	1030	6.1	8.14	10
met2	8080	48	44.9	122
met5	0	0	0	-
li1	-	-	-	2068
met1	7350	44	42.9	2287
met4	232	1.4	4.24	0
==> what timing repair did <==
action	in CTS	in global routing
hold endpoints to repair	18	0
pin swaps	5	3
buffers inserted	16	13
hold buffers	3	0
setup endpoints to repair	141	51
gates resized	33	36
gates cloned	1	0
==> state kept, by name, summed over array words and instances (netlist names) <==
signal / cells
Reg_File: 128
RdData_VLD: 1
RdData: 8
==> where the power goes <==
group	internal [mW]	switching, mW
Clock	2.00	1.43
Combinational	1.26	0.724
Sequential	4.14	0.357
==> worst reg2reg max path, stage by stage (launching register included) <==
cell and delay [ns]:
dfrtp_1 0.37, mux2_2 0.27, nand3_1 0.09, o31ai_1 0.08, a2111oi_2 0.33, buf_4 0.17
a21oi_1 0.05
==> final cells by class <==
class / count / area share [%]
flip-flops and latches: 137 / 39.5
multi-input cells: 301 / 33.1
repair buffers: 165 / 18.8
clock buffers: 20 / 5.15
well taps: 168 / 2.42
clock inverters: 11 / 0.894
inverters: 2 / 0.0865
==> placed cells by master (no fill, tap or decap), types with 3 or more instances in the layout <==
cell type,n
dlymetal6s2s_1,19
clkdlybuf4s50_1,27
buf_6,5
a221oi_2,7
mux4_2,5
mux2i_1,22
a31oi_1,9
nand2_1,21
nor2_2,3
dlygate4sd3_1,3
clkbuf_16,17
nand2b_1,4
o22ai_1,15
nor3_4,3
a221oi_1,3
a21oi_1,9
clkinvlp_4,6
nor2b_1,5
o21ai_0,11
nor2_1,5
mux2_2,129
dlygate4sd2_1,8
nor2b_2,3
buf_4,87
a22o_1,6
dfrtp_1,134
clkinv_2,3
buf_12,13
nand3_1,9
dfstp_2,3
==> per-stage QoR <==
step | cell area [um^2] | hold slack (ns) | setup slack (ns)
CTS | 8430 | 0.485 | 0.00180
detailed placement | 7640 | 0.191 | -0.556
global route | 8680 | 0.501 | -0.0173
finish | 8680 | 0.482 | 0.00747
floorplan | 6310 | 0.0244 | 0.000750
global placement | 7640 | 0.187 | -0.575
==> how the worst max path moves through the flow <==
stage               end  slack [ns]
global route  RdData[0]       -0.02
finish        RdData[0]       0.007
CTS           RdData[1]       0.002
==> kinds of logic (layout without fill, tap and decap cells) <==
kind of cell    Yosys count  in the layout  share of synthesized area (%)
mux                     157            157                           28.5
flops                   137            137                           54.5
compound gates           72             72                           7.87
simple gates             72             72                           6.36
buf+inv                  34            198                           2.76
Power and IR drop assume default switching activity.
