[flow/config.mk]
export PLATFORM = sky130hd
export DESIGN_NAME = ASYNC_FIFO
export DESIGN_NICKNAME = ASYNC_FIFO
export VERILOG_FILES = /design/flow/design.v
export SDC_FILE = /design/flow/constraint.sdc
export NUM_CORES = 4
export LEC_CHECK = 1
export CORE_UTILIZATION = 40
[flow/run.sh]
#!/bin/bash
# OpenROAD 26Q1-2900-gdf79404cd8, Yosys 0.63+post, stock flow scripts
make -C /OpenROAD-flow-scripts/flow DESIGN_CONFIG=/design/flow/config.mk WORK_HOME=/design/flow/orfs finish
[flow/design.v]
module ASYNC_FIFO #(
    parameter DATA_WIDTH = 8
) (
    input wire                   W_CLK,
    input wire                   W_RST,
    input wire                   W_inc,
    input wire  [DATA_WIDTH-1:0] W_data,
    input wire                   R_CLK,
    input wire                   R_RST,
    input wire                   R_inc,
    output wire [DATA_WIDTH-1:0] R_data,
    output wire                  empty,
    output wire                  full
);
    localparam ADDR_WIDTH = $clog2(DATA_WIDTH);
    wire [ADDR_WIDTH-1:0] W_addr,R_addr; 
    wire [ADDR_WIDTH:0] gray_rd_ptr,gray_wr_ptr;
    wire [ADDR_WIDTH:0] sync_gray_wptr,sync_gray_rptr;
    FIFO_MEM_CNTRL #(
        .DATA_WIDTH(DATA_WIDTH)
    ) U0_FIFO_MEM (
        .W_CLK(W_CLK),
        .W_RST(W_RST),
        .W_inc(W_inc),
        .full(full),
        .W_addr(W_addr),
        .W_data(W_data),
        .R_addr(R_addr),
        .R_data(R_data)
    );
    DF_SYNC #(
        .DATA_WIDTH(DATA_WIDTH)
    ) sync_r2w (
        .CLK(W_CLK),
        .RST(W_RST),
        .in(gray_rd_ptr),
        .out(sync_gray_rptr)
    );
    DF_SYNC #(
        .DATA_WIDTH(DATA_WIDTH)
    ) sync_w2r (
        .CLK(R_CLK),
        .RST(R_RST),
        .in(gray_wr_ptr),
        .out(sync_gray_wptr)
    );
    FIFO_WR #(
        .DATA_WIDTH(DATA_WIDTH)
    ) U1_FIFO_WR (
        .W_CLK(W_CLK),
        .W_RST(W_RST),
        .W_inc(W_inc),
        .sync_gray_rptr(sync_gray_rptr),
        .W_addr(W_addr),
        .gray_wr_ptr(gray_wr_ptr),
        .full(full)
    );
    FIFO_RD #(
        .DATA_WIDTH(DATA_WIDTH)
    ) U1_FIFO_RD (
        .R_CLK(R_CLK),
        .R_RST(R_RST),
        .R_inc(R_inc),
        .sync_gray_wptr(sync_gray_wptr),
        .R_addr(R_addr),
        .gray_rd_ptr(gray_rd_ptr),
        .empty(empty)
    );
endmodule
module DF_SYNC #(
    parameter DATA_WIDTH = 8
) (
    input wire                CLK,
    input wire                RST,
    input wire [$clog2(DATA_WIDTH):0] in,
    output reg [$clog2(DATA_WIDTH):0] out
);
    localparam ADDR_WIDTH = $clog2(DATA_WIDTH);
    reg [ADDR_WIDTH:0] Q;
    always @(posedge CLK or negedge RST) begin
        if (!RST) begin
            Q <= 'b0;
            out <= 'b0;
        end else begin
            Q <= in;
            out <= Q;
        end
    end
endmodule
module FIFO_MEM_CNTRL #(
    parameter DATA_WIDTH = 8,
    parameter DEPTH = 8
) (
    input wire                   W_CLK,
    input wire                   W_RST,
    input wire                   W_inc,
    input wire                   full,
    input wire  [$clog2(DATA_WIDTH)-1:0] W_addr,
    input wire  [DATA_WIDTH-1:0] W_data,
    input wire  [$clog2(DATA_WIDTH)-1:0] R_addr,
    output wire [DATA_WIDTH-1:0] R_data
);
    localparam ADDR_WIDTH = $clog2(DATA_WIDTH);
    wire W_clken;
    reg [DATA_WIDTH-1:0] mem [0:DEPTH-1];
    integer i;
    assign W_clken = W_inc & (~full);
    assign R_data = mem[R_addr];
    always @(posedge W_CLK or negedge W_RST) begin
        if (!W_RST) begin
            for (i=0 ; i<DEPTH ; i=i+1) begin
                mem[i] <= 'b0;
            end
        end else if (W_clken) begin
           mem[W_addr] <= W_data;
        end
    end
endmodule
module FIFO_RD #(
    parameter DATA_WIDTH = 8
) (
    input wire                   R_CLK,
    input wire                   R_RST,
    input wire                   R_inc,
    input wire  [$clog2(DATA_WIDTH):0]   sync_gray_wptr,
    output wire [$clog2(DATA_WIDTH)-1:0] R_addr,
    output reg  [$clog2(DATA_WIDTH):0]   gray_rd_ptr,
    output wire                  empty
);
    localparam ADDR_WIDTH = $clog2(DATA_WIDTH);
    reg [ADDR_WIDTH:0] bn_rd_ptr;
    assign R_addr = bn_rd_ptr[ADDR_WIDTH-1:0];
    assign empty = (gray_rd_ptr == sync_gray_wptr);
    always @(posedge R_CLK or negedge R_RST) begin
        if (!R_RST) begin
            bn_rd_ptr <= 'b0;
        end else if (!empty && R_inc) begin
            bn_rd_ptr <= bn_rd_ptr + 1'b1;
        end
    end
    always @(posedge R_CLK or negedge R_RST) begin
        if (!R_RST) begin
            gray_rd_ptr <= 'b0;
        end else begin
            gray_rd_ptr <= bn_rd_ptr ^ (bn_rd_ptr >> 1'b1);
        end
    end
endmodule
module FIFO_WR #(
    parameter DATA_WIDTH = 8
) (
    input wire                   W_CLK,
    input wire                   W_RST,
    input wire                   W_inc,
    input wire  [$clog2(DATA_WIDTH):0]   sync_gray_rptr,
    output wire [$clog2(DATA_WIDTH)-1:0] W_addr,
    output reg  [$clog2(DATA_WIDTH):0]   gray_wr_ptr,
    output wire                  full
);
    localparam ADDR_WIDTH = $clog2(DATA_WIDTH);
    reg [ADDR_WIDTH:0] bn_wr_ptr;
    assign W_addr = bn_wr_ptr[ADDR_WIDTH-1:0];
    assign full = (gray_wr_ptr[ADDR_WIDTH-2:0] == sync_gray_rptr[ADDR_WIDTH-2:0])
                && (gray_wr_ptr[ADDR_WIDTH-1] != sync_gray_rptr[ADDR_WIDTH-1])
                && (gray_wr_ptr[ADDR_WIDTH] != sync_gray_rptr[ADDR_WIDTH]);
    always @(posedge W_CLK or negedge W_RST) begin
        if (!W_RST) begin
            bn_wr_ptr <= 'b0;
        end else if (!full && W_inc) begin
            bn_wr_ptr <= bn_wr_ptr + 1'b1;
        end
    end
    always @(posedge W_CLK or negedge W_RST) begin
        if (!W_RST) begin
            gray_wr_ptr <= 'b0;
        end else begin
            gray_wr_ptr <= bn_wr_ptr ^ (bn_wr_ptr >> 1'b1);
        end
    end
endmodule
[flow/constraint.sdc]
current_design ASYNC_FIFO

set clk_period 2.6
set clk_io_pct 0.2

create_clock -name clk0 -period $clk_period [get_ports {R_CLK}]
create_clock -name clk1 -period $clk_period [get_ports {W_CLK}]

set non_clock_inputs [all_inputs -no_clocks]
set_input_delay [expr $clk_period * $clk_io_pct] -clock clk0 $non_clock_inputs
set_output_delay [expr $clk_period * $clk_io_pct] -clock clk0 [all_outputs]
==> out/metrics.yaml <==
status: "complete, but fails checks"
violations: "negative setup slack"
num_vias: 2664
power_density_mw_per_mm2: 1404
peakVddDrop_mv: 0.5226
die_height_um: 105.1
ys_sh_simple: 0.04559
cp.required_ns: 2.08
endpoint_kind: "output pin"
drc: 0
drt_iter0_markers: 150
crit_type: "reg -> out"
core-area_mm2: 0.01032
compound_area_frac: 0.09765
critical_path.startpoint_type: "register"
ys_area_mm2: 0.004254
synthAdderAreaFrac: 0.04118
synthDistinctLibCells: 31
dieWidth_um: 105.1
setup_viol: 8
io-pin-count: 24
wl_per_cell_um: 18.28
ys_cells: 299
finalHoldViolations: 0
relSlewSlack: 0.4335
xor_share: 0.02882
port_buffers: 22
drt_pass1_iterations: 5
clock_sinks: 96
synthCells: 299
area_leaders: "dfrtp_1 (56%), mux2_2 (19%), ha_1 (4.1%)"
logic_family: "multiplexers"
fp_util: 0.4121
worst_slack_ns: -0.2471
tightest_slew_ns: 0.8387
seq_area_frac_synth: 0.5647
rsz0062_at_grt: "true"
antenna_found_initial: 0
gr-total-overflow: 0
muxShareOfSynthArea: 0.1953
yosys_warnings: 5
rows: 37
grt_max_degree: 47
final_layout_size_suffix_gt1_frac: 0.4503
hold_path_class: "in -> async"
cts_tree: "done"
path_clk_slew_ns: 0.09
dp.final_hpwl_um: 5699
gp_congestion: 0.7687
p_leak_nw: 2.196
fillers: 871
via_per_inst: 5.349
syn_area_per_cell_um2: 14.23
final_antenna_net_count: 0
synth-seq-cells: 96
maxCapViolCount: 0
top_area_cell: "dfrtp_1"
utilization: 0.5045
track_usage: 0.1869
synth_area_mm2: 0.004254
critical_path_peak_fanout: 5
first_global_vias: 2814
diodes: 0
grt_pass1_wl_um: 15180
arrival_ns: 2.33
skew_ns: 0.01440
chipArea_mm2: 0.01105
drt_wl_total_um: 9105
area_growth_pct: 22.44
holdBufCountCts: 0
hold_ws_ns: 0.1035
drv_slew: 0
synth_top_area_share: 0.5647
warnings: 36
layer usage:
metal  up-vias  track usage  share of wire
met3        15      0.04511          0.049
li1       1227            -              -
met1      1369       0.3094           0.50
met4         0      0.03521          0.019
met2        53       0.2630           0.44
met5         -            0              0
cell usage after synthesis:
library cell,n
a221oi_1,2
a222oi_1,6
a22o_1,6
a22oi_1,4
a31o_2,2
a31oi_1,2
a41oi_1,7
a41oi_2,9
and2_1,1
and3_1,1
and4_1,1
buf_1,1
buf_2,4
buf_6,3
clkbuf_1,8
dfrtp_1,96
ha_1,14
inv_1,7
mux2_2,72
mux2i_1,2
nand2_1,16
nand3_1,4
nand3b_1,3
nor2b_1,1
nor3_1,8
nor4_1,1
o41ai_1,2
or2_0,1
or4_4,1
xnor2_1,5
xor2_1,9
sequential cells by signal, summed over array words and instances, names as in the netlist:
signal                  cells
sync_r2w.Q                  4
U1_FIFO_RD.gray_rd_ptr      4
U1_FIFO_WR.gray_wr_ptr      4
U1_FIFO_WR.bn_wr_ptr        4
sync_w2r.Q                  4
U1_FIFO_RD.bn_rd_ptr        4
sync_r2w.out                4
sync_w2r.out                4
U0_FIFO_MEM.mem            64
where the power goes:
group | leakage (nW) | switching, mW | total [mW] | internal, mW
logic | 0.907 | 1.54 | 3.33 | 1.79
clock network | 0.148 | 0.569 | 1.29 | 0.716
registers | 1.14 | 0.435 | 2.70 | 2.26
layout make-up:
type	count	area, um2	area share
Clock buffer	14	192.7	0.03699
Clock inverter	6	97.59	0.01874
Inverter	7	26.28	0.005044
Multi-Input combinational cell	180	1831	0.3514
Sequential cell	96	2405	0.4617
Tap cell	136	170.2	0.03267
Timing Repair Buffer	59	486.7	0.09344
critical path: stages (launching register included):
cell	delay (ns)
dfrtp_2	0.44
ha_4	0.19
ha_4	0.15
or4_4	0.48
or2_1	0.23
buf_6	0.14
buf_6	0.11
buf_6	0.10
a41oi_2	0.12
buf_2	0.12
layout by cell type (no fill, tap or decap), types with 2 or more instances in the layout:
cell,netlist,final
a41oi_2,9,14
o41ai_1,2,2
a222oi_1,6,6
nand3b_1,3,3
xnor2_1,5,5
ha_4,0,3
dfrtp_2,0,2
a22oi_1,4,4
buf_4,0,32
dfrtp_1,96,94
bufinv_16,0,2
buf_6,3,5
nor3_1,8,8
xor2_1,9,9
buf_2,4,8
a221oi_1,2,2
a41oi_1,7,2
a31o_2,2,2
mux2i_1,2,2
nand2_1,16,16
ha_1,14,10
inv_1,7,6
mux2_2,72,72
clkdlybuf4s50_1,0,13
clkbuf_8,0,14
a22o_1,6,6
inv_6,0,2
nand3_1,4,4
through the flow:
step | TNS, ns | worst slack (ns) | instance area, um2 | std cells | power [mW]
2_1_floorplan | 0 | 0.02083 | 4287 | 299 | 4.650
3_3_place_gp | -2.214 | -0.2882 | 4772 | 468 | 5.770
3_5_place_dp | -2.508 | -0.3281 | 4772 | 468 | 5.805
4_1_cts | -2.067 | -0.3196 | 5187 | 498 | 7.308
5_1_grt | -2.122 | -0.3299 | 5209 | 498 | 7.843
6_report | -1.478 | -0.2471 | 5209 | 498 | 7.315
timing repair:
item                                    in CTS  in global routing
gates resized                               40                  5
pin swaps                                   11                  7
endpoints found under the setup margin       8                  8
setup buffers                               10                  0
final timing paths:
path,startpoint,end,slack [ns],depth (start not counted)
max in group clk1,W_inc,U0_FIFO_MEM.mem[0][0],0.72,5
min in group clk1,U1_FIFO_RD.gray_rd_ptr[0],sync_r2w.Q[0],0.30,0
min reg2reg,U1_FIFO_RD.gray_rd_ptr[0],sync_r2w.Q[0],0.30,0
min,W_RST,U0_FIFO_MEM.mem[0][7],0.10,1
max,U1_FIFO_RD.bn_rd_ptr[1],R_data[5],-0.25,9
max reg2reg,U1_FIFO_RD.gray_rd_ptr[1],U1_FIFO_RD.bn_rd_ptr[1],0.70,3
min in group clk0,sync_w2r.Q[1],sync_w2r.out[1],0.35,0
max in group asynchronous,R_RST,U1_FIFO_RD.bn_rd_ptr[0],1.43,1
kinds of logic (layout without fill, tap and decap cells):
group / Yosys count / in the layout
flip-flops: 96 / 96
AND/OR/NAND/NOR: 38 / 38
XOR/XNOR: 14 / 14
multiplexers: 74 / 74
buffers and inverters: 23 / 86
adder cells (fa/ha/maj): 14 / 14
AND-OR/OR-AND: 40 / 40
Power figures rest on the tool's default switching activity, not on a simulated workload.
