$ cat ./design.v
module FSM (
    input wire       CLK,
    input wire       RST,
    input wire       PAR_EN,
    input wire       RX_IN,
    input wire       par_err,
    input wire       strt_glitch,
    input wire       stp_err,
    input wire [3:0] bit_cnt,
    input wire [5:0] edge_cnt,
    input wire [5:0] Prescale,
    output reg       enable,
    output reg       dat_samp_en,
    output reg       deser_en,
    output reg       data_valid,
    output reg       stp_chk_en,
    output reg       strt_chk_en,
    output reg       par_chk_en
);
    localparam IDLE = 3'b000,
               START = 3'b001,
               DATA = 3'b010,
      	       PARITY = 3'b011,
               STOP = 3'b100;
    reg [2:0] current_state;
    reg [2:0] next_state;
    always @(posedge CLK or negedge RST) begin
        if (!RST) begin
            current_state <= IDLE;
        end else begin
            current_state <= next_state;
        end
    end
    always @(*) begin
        case (current_state)
            IDLE: begin
                if (!RX_IN) begin
                    next_state = START;
                end else begin
                    next_state = IDLE;
                end
            end
            START: begin
                if (!strt_glitch && (bit_cnt == 4'd1)) begin
                    next_state = DATA;
                end else if (strt_glitch) begin
                    next_state = IDLE;
                end else begin
                    next_state = START;
                end
            end
            DATA: begin
                if (PAR_EN && bit_cnt == 4'd9) begin
                    next_state = PARITY;
                end else if (!PAR_EN && bit_cnt == 4'd9) begin
                    next_state = STOP;
                end else begin
                    next_state = DATA;
                end
            end
            PARITY: begin
                if (!par_err && bit_cnt == 4'd10) begin
                    next_state = STOP;
                end else begin
                    next_state = PARITY;
                end
            end
            STOP: begin
                if (!stp_err && RX_IN && bit_cnt == 4'd0) begin
                    next_state = IDLE;
                end else if (!stp_err && !RX_IN && bit_cnt == 4'd0) begin
                    next_state = START;
                end else begin
                    next_state = STOP;
                end
            end
            default: begin
                next_state = IDLE;
            end
        endcase
    end
    always @(*) begin
        enable      = 1'b0;
        dat_samp_en = 1'b0;
        deser_en    = 1'b0;
        data_valid  = 1'b0;
        stp_chk_en  = 1'b0;
        strt_chk_en = 1'b0;
        par_chk_en  = 1'b0;
        case (current_state)
            IDLE: begin
                dat_samp_en = 1'b1;
                if (!RX_IN) begin
                    enable = 1'b1;
                end else begin
                    enable = 1'b0;
                end
            end
            START: begin
                dat_samp_en = 1'b1;
                enable = 1'b1;
                if (edge_cnt == ((Prescale >> 1'b1) + 2'd3)) begin
                    strt_chk_en = 1'b1;
                end else begin
                    strt_chk_en = 1'b0;
                end
            end
            DATA: begin
                dat_samp_en = 1'b1;
                enable = 1'b1;
                if (edge_cnt == ((Prescale >> 1'b1) + 2'd3)) begin
                    deser_en = 1'b1;
                end else begin
                    deser_en = 1'b0;
                end
            end
            PARITY: begin
                dat_samp_en = 1'b1;
                enable = 1'b1;
                if (edge_cnt == ((Prescale >> 1'b1) + 2'd3)) begin
                    par_chk_en = 1'b1;
                end else begin
                    par_chk_en = 1'b0;
                end
            end
            STOP: begin
                dat_samp_en = 1'b1;
                enable = 1'b1;
                if (!par_err && !stp_err && (edge_cnt == ((Prescale >> 1'b1) + 2'd3))) begin
                    data_valid = 1'b1;
                end else begin
                    data_valid = 1'b0;
                end
                if (edge_cnt == ((Prescale >> 1'b1) + 2'd3)) begin
                    stp_chk_en = 1'b1;
                end else begin
                    stp_chk_en = 1'b0;
                end
            end
            default: begin
                enable      = 1'b0;
                dat_samp_en = 1'b0;
                deser_en    = 1'b0;
                data_valid  = 1'b0;
                stp_chk_en  = 1'b0;
                strt_chk_en = 1'b0;
                par_chk_en  = 1'b0;
            end
        endcase
    end
endmodule
module UART # ( parameter DATA_WIDTH = 8) (
    input   wire                          RST,
    input   wire                          TX_CLK,
    input   wire                          RX_CLK,
    input   wire                          RX_IN_S,
    input   wire   [DATA_WIDTH-1:0]       TX_IN_P, 
    input   wire                          TX_IN_V, 
    input   wire   [5:0]                  Prescale, 
    input   wire                          parity_enable,
    input   wire                          parity_type,
    output  wire                          TX_OUT_S,
    output  wire                          TX_OUT_V,  
    output  wire   [DATA_WIDTH-1:0]       RX_OUT_P, 
    output  wire                          RX_OUT_V,
    output  wire                          parity_error,
    output  wire                          framing_error
);
UART_TX  #(.DATA_WIDTH(DATA_WIDTH)) U0_UART_TX (
    .CLK(TX_CLK),
    .RST(RST),
    .P_DATA(TX_IN_P),
    .DATA_VALID(TX_IN_V),
    .PAR_EN(parity_enable),
    .PAR_TYP(parity_type), 
    .TX_OUT(TX_OUT_S),
    .Busy(TX_OUT_V)
);
UART_RX  #(.DATA_WIDTH(DATA_WIDTH)) U0_UART_RX (
    .CLK(RX_CLK),
    .RST(RST),
    .RX_IN(RX_IN_S),
    .Prescale(Prescale),
    .PAR_EN(parity_enable),
    .PAR_TYP(parity_type),
    .P_DATA(RX_OUT_P), 
    .data_valid(RX_OUT_V),
    .Parity_Error(parity_error),
    .Stop_Error(framing_error)
);
endmodule
module UART_FSM (
    input wire       CLK,
    input wire       RST,
    input wire       Data_Valid,
    input wire       ser_done,
    input wire       PAR_EN,
    output reg       ser_en,
    output reg [2:0] mux_sel,
    output reg       busy
);
    localparam [2:0] IDLE = 3'b000,
                     START = 3'b001,
                     SEND_DATA = 3'b010,
                     PARITY = 3'b011,
                     STOP = 3'b100;
    reg [2:0] current_state, next_state;
    reg busy_c;
    always @(posedge CLK or negedge RST) begin
        if (!RST) begin
            current_state <= IDLE;
        end else begin
            current_state <= next_state;
        end
    end
    always @(*) begin
        case (current_state)
            IDLE: begin
                if (Data_Valid == 1'b1) begin
                    next_state = START;
                end else begin
                    next_state = IDLE;
                end
            end
            START: begin
                next_state = SEND_DATA;
            end
            SEND_DATA: begin
                if (ser_done && PAR_EN) begin
                    next_state = PARITY;
                end else if (ser_done && !PAR_EN) begin
                    next_state = STOP;
                end else begin
                    next_state = SEND_DATA;
                end
            end
            PARITY: begin
                next_state = STOP;
            end
            STOP: begin
                next_state = IDLE;
            end
            default: begin
			    next_state = IDLE; 
            end	
        endcase
    end
    always @ (*) begin
        ser_en = 1'b0;
        mux_sel = 3'b000;	
        busy_c = 1'b0;
        case(current_state)
            IDLE: begin
                ser_en = 1'b0;
                mux_sel = 3'b000;	
                busy_c = 1'b0;
            end
            START: begin
                ser_en = 1'b0;  
                busy_c = 1'b1;
                mux_sel = 3'b111;	
            end
            SEND_DATA: begin 
                ser_en = 1'b1;    
                busy_c = 1'b1;
                mux_sel = 3'b010;	
                if(ser_done)
                    ser_en = 1'b0;  
                else
                    ser_en = 1'b1;              			 
            end
            PARITY: begin
                busy_c = 1'b1;
                mux_sel = 3'b011;	
            end
            STOP: begin
                busy_c = 1'b1;
                mux_sel = 3'b001;			
            end		
            default: begin
                busy_c = 1'b0;
                ser_en = 1'b0;
                mux_sel = 3'b000;		
            end	
        endcase         	              
    end 
    always @(posedge CLK or negedge RST) begin
        if (!RST) begin
            busy <= 1'b0;
        end else begin
            busy <= busy_c;
        end
    end
endmodule
module UART_MUX (
    input wire [2:0] mux_sel,
    input wire       start_bit,
    input wire       stop_bit,
    input wire       ser_data,
    input wire       par_bit,
    input wire       CLK,
    input wire       RST,
    output reg       TX_OUT
);
    always @(posedge CLK or negedge RST) begin
        if (!RST) begin
            TX_OUT <= 1'b0;
        end else begin
            case (mux_sel)
            3'b111: TX_OUT <= start_bit;
            3'b001: TX_OUT <= stop_bit;
            3'b010: TX_OUT <= ser_data;
            3'b011: TX_OUT <= par_bit;
            default: TX_OUT <= 1'b0;
            endcase
        end
    end
endmodule
module UART_RX #(parameter DATA_WIDTH = 8)(
    input wire                   CLK,
    input wire                   RST,
    input wire                   RX_IN,
    input wire                   PAR_TYP,
    input wire                   PAR_EN,
    input wire  [5:0]            Prescale,
    output wire                  data_valid,
    output wire                  Parity_Error,
    output wire                  Stop_Error,
    output wire [DATA_WIDTH-1:0] P_DATA
);
    wire enable, par_chk_en, strt_chk_en, strt_glitch, stp_chk_en, deser_en, dat_samp_en, sampled_bit;
    wire [5:0] edge_cnt;
    wire [3:0] bit_cnt;
    data_sampling data_samp (
        .CLK(CLK),
        .RST(RST),
        .RX_IN(RX_IN),
        .dat_samp_en(dat_samp_en),
        .edge_cnt(edge_cnt),
        .sampled_bit(sampled_bit),
        .Prescale(Prescale)
    );
    deserializer #(.DATA_WIDTH(DATA_WIDTH)) deserial (
        .CLK(CLK),
        .RST(RST),
        .deser_en(deser_en),
        .sampled_bit(sampled_bit),
        .edge_count(edge_cnt),
        .Prescale(Prescale),
        .P_DATA(P_DATA)
    );
    edge_bit_counter counter (
        .CLK(CLK),
        .RST(RST),
        .enable(enable),
        .PAR_EN(PAR_EN),
        .Prescale(Prescale),
        .edge_cnt(edge_cnt),
        .bit_cnt(bit_cnt)
    );
    parity_check #(.DATA_WIDTH(DATA_WIDTH)) par_chk (
        .CLK(CLK),
        .RST(RST),
        .PAR_TYP(PAR_TYP),
        .par_chk_en(par_chk_en),
        .sampled_bit(sampled_bit),
        .P_DATA(P_DATA),
        .par_err(Parity_Error)
    );
    stop_check stp_chk (
        .CLK(CLK),
        .RST(RST),
        .sampled_bit(sampled_bit),
        .stp_chk_en(stp_chk_en),
        .stp_err(Stop_Error)
    );
    strt_check strt_chk (
        .CLK(CLK),
        .RST(RST),
        .sampled_bit(sampled_bit),
        .strt_chk_en(strt_chk_en),
        .strt_glitch(strt_glitch)
    );
    FSM fsm (
        .CLK(CLK),
        .RST(RST),
        .PAR_EN(PAR_EN),
        .RX_IN(RX_IN),
        .par_err(Parity_Error),
        .strt_glitch(strt_glitch),
        .stp_err(Stop_Error),
        .edge_cnt(edge_cnt),
        .bit_cnt(bit_cnt),
        .Prescale(Prescale),
        .enable(enable),
        .dat_samp_en(dat_samp_en),
        .deser_en(deser_en),
        .data_valid(data_valid),
        .strt_chk_en(strt_chk_en),
        .stp_chk_en(stp_chk_en),
        .par_chk_en(par_chk_en)
    );
endmodule
module UART_TX #(parameter DATA_WIDTH = 8)(
    input wire [DATA_WIDTH-1:0] P_DATA,
    input wire                  DATA_VALID,
    input wire                  PAR_EN,
    input wire                  PAR_TYP,
    input wire                  CLK,
    input wire                  RST,
    output wire                 TX_OUT,
    output wire                 Busy
);
    wire ser_done, ser_en, ser_data, par_bit;
    wire start_bit = 1'b0;
    wire stop_bit = 1'b1;
    wire [2:0] mux_sel;
    UART_FSM fsm (
        .CLK(CLK),
        .RST(RST),
        .Data_Valid(DATA_VALID),
        .ser_done(ser_done),
        .PAR_EN(PAR_EN),
        .ser_en(ser_en),
        .mux_sel(mux_sel),
        .busy(Busy)
    );
    serializer #(.DATA_WIDTH(DATA_WIDTH)) ser (
        .CLK(CLK),
        .RST(RST),
        .P_DATA(P_DATA),
        .ser_en(ser_en),
        .ser_done(ser_done),
        .Data_Valid(DATA_VALID),
        .Busy(Busy),
        .ser_data(ser_data)
    );
    parity_calc #(.DATA_WIDTH(DATA_WIDTH)) par_calc (
        .CLK(CLK),
        .RST(RST),
        .P_DATA(P_DATA),
        .PAR_EN(PAR_EN),
        .Data_Valid(DATA_VALID),
        .PAR_TYP(PAR_TYP),
        .par_bit(par_bit),
        .Busy(Busy)
    );
    UART_MUX mux (
        .CLK(CLK),
        .RST(RST),
        .mux_sel(mux_sel),
        .start_bit(start_bit),
        .stop_bit(stop_bit),
        .ser_data(ser_data),
        .par_bit(par_bit),
        .TX_OUT(TX_OUT)
    );
endmodule
module data_sampling (
    input wire       CLK,
    input wire       RST,
    input wire       RX_IN,
    input wire       dat_samp_en,
    input wire [5:0] edge_cnt,
    input wire [5:0] Prescale,
    output reg       sampled_bit
);
    reg sample1, sample2, sample3;
    always @(posedge CLK or negedge RST) begin
        if (!RST) begin
            sample1 <= 1'b0;
            sample2 <= 1'b0;
            sample3 <= 1'b0;
        end else if (dat_samp_en) begin
            case (edge_cnt)
                (Prescale / 2'd2) - 1'd1:   sample1 <= RX_IN;
                (Prescale / 2'd2):          sample2 <= RX_IN;
                (Prescale / 2'd2) + 1'd1:   sample3 <= RX_IN;
                (Prescale >> 1'b1) + 2'd2:  sampled_bit <= (sample1 & sample2) | (sample1 & sample3) | (sample2 & sample3);
                default: begin
                    sample1 <= 1'b0;
                    sample2 <= 1'b0;
                    sample3 <= 1'b0;
                end
            endcase
        end 
    end
endmodule
module deserializer #(parameter DATA_WIDTH = 8)(
    input wire                  CLK,
    input wire                  RST,
    input wire                  sampled_bit,
    input wire                  deser_en,
    input wire [5:0]            edge_count, 
    input wire [5:0]            Prescale, 
    output reg [DATA_WIDTH-1:0] P_DATA
);
    reg [2:0] counter;
    always @(posedge CLK or negedge RST) begin
        if (!RST) begin
            P_DATA <= 'b0;
            counter <= 8'b0;
        end else if (deser_en) begin
            P_DATA[counter] <= sampled_bit;
            counter <= counter + 1'b1;
        end
    end  
endmodule
module edge_bit_counter (
    input wire       CLK,
    input wire       RST,
    input wire       enable,
    input wire       PAR_EN,
    input wire [5:0] Prescale,
    output reg [5:0] edge_cnt,
    output reg [3:0] bit_cnt
);
    always @(posedge CLK or negedge RST) begin
        if (!RST) begin
            edge_cnt <= 6'b0;
            bit_cnt <= 4'b0;
        end else if (enable && (edge_cnt < (Prescale - 6'b1))) begin
            edge_cnt <= edge_cnt + 1'b1;
        end else if (enable && (edge_cnt == (Prescale - 6'b1))) begin
            edge_cnt <= 6'b0;
            if (PAR_EN && (bit_cnt == 4'd10)) begin
                bit_cnt <= 4'b0;
            end else if (!PAR_EN && (bit_cnt == 4'd9)) begin 
                bit_cnt <= 4'b0;
            end else begin
                bit_cnt <= bit_cnt + 1'b1;
            end
        end else begin
            bit_cnt <= 4'b0;
        end
    end
endmodule
module parity_calc #(parameter DATA_WIDTH = 8)(
    input wire [DATA_WIDTH-1:0] P_DATA,
    input wire                  Data_Valid,
    input wire                  PAR_TYP,
    input wire                  PAR_EN,
    input wire                  Busy,
    input wire                  CLK,
    input wire                  RST,
    output reg                  par_bit
);
    reg [DATA_WIDTH-1:0] Data;
    always @(posedge CLK or negedge RST) begin
        if (!RST) begin
            Data <= 'b0;
        end else if (Data_Valid && !Busy) begin
            Data <= P_DATA;
        end
    end
    always @(posedge CLK or negedge RST) begin
        if (!RST) begin
            par_bit <= 1'b0;
        end else begin
            if (PAR_EN) begin
                case (PAR_TYP)
                    1'b0: par_bit <= ^Data;
                    1'b1: par_bit <= ~(^Data);
                endcase
            end
        end
    end
endmodule
module parity_check #(parameter DATA_WIDTH = 8)(
    input wire                  CLK,
    input wire                  RST,
    input wire                  PAR_TYP,
    input wire                  par_chk_en,
    input wire                  sampled_bit,
    input wire [DATA_WIDTH-1:0] P_DATA,
    output reg                  par_err
);
    wire parity_bit;
    assign parity_bit = (PAR_TYP) ? ~(^P_DATA) : (^P_DATA);
    always @(posedge CLK or negedge RST) begin
        if (!RST) begin
            par_err <= 1'b0;
        end else if (par_chk_en) begin
            par_err <= (parity_bit != sampled_bit);
        end
    end
endmodule
module serializer #(parameter DATA_WIDTH = 8)(
    input wire                  CLK,
    input wire                  RST,
    input wire [DATA_WIDTH-1:0] P_DATA,
    input wire                  ser_en,
    input wire                  Data_Valid,
    input wire                  Busy,
    output wire                 ser_done,
    output wire                 ser_data
);
    reg [DATA_WIDTH-1:0] shift_reg;
    reg [2:0] counter;
    assign ser_data = shift_reg[0];
    assign ser_done = (counter == 3'd7) ? 1'b1 : 1'b0;
    always @(posedge CLK or negedge RST) begin
        if (!RST) begin
            counter <= 3'b0;
        end else if (ser_en) begin
            counter <= counter + 1'b1;
        end else begin
            counter <= 3'b0;
        end
    end
    always @(posedge CLK or negedge RST) begin
        if (!RST) begin
            shift_reg <= 'b0;
        end else if (Data_Valid && !Busy) begin
            shift_reg <= P_DATA;
        end else if (ser_en) begin
            shift_reg <= shift_reg >> 1;
        end 
    end
endmodule
module stop_check (
    input wire       CLK,
    input wire       RST,
    input wire       stp_chk_en,
    input wire       sampled_bit,
    output reg       stp_err
);
    always @(posedge CLK or negedge RST) begin
        if (!RST) begin
            stp_err <= 1'b0;
        end else if (stp_chk_en) begin
            stp_err <= ~(sampled_bit);
        end 
    end
endmodule
module strt_check (
    input wire       CLK,
    input wire       RST,
    input wire       strt_chk_en,
    input wire       sampled_bit,
    output reg       strt_glitch
);
    always @(posedge CLK or negedge RST) begin
        if (!RST) begin
            strt_glitch <= 1'b0;
        end else if (strt_chk_en) begin
            strt_glitch <= sampled_bit;
        end else begin
            strt_glitch <= 1'b0;
        end
    end
endmodule
$ cat ./run.sh
#!/bin/bash
# OpenROAD 26Q1-2900-gdf79404cd8, Yosys 0.63+post, stock flow scripts
make -C /OpenROAD-flow-scripts/flow DESIGN_CONFIG=/design/flow/config.mk WORK_HOME=/design/flow/orfs finish
$ cat ./config.mk
export PLATFORM = sky130hd
export DESIGN_NAME = UART
export DESIGN_NICKNAME = UART
export VERILOG_FILES = /design/flow/design.v
export SDC_FILE = /design/flow/constraint.sdc
export NUM_CORES = 4
export LEC_CHECK = 1
export CORE_UTILIZATION = 50
$ cat ./constraint.sdc
current_design UART

set clk_period 5.5
set clk_io_pct 0.2

create_clock -name clk0 -period $clk_period [get_ports {RX_CLK}]
create_clock -name clk1 -period $clk_period [get_ports {TX_CLK}]

set non_clock_inputs [all_inputs -no_clocks]
set_input_delay [expr $clk_period * $clk_io_pct] -clock clk0 $non_clock_inputs
set_output_delay [expr $clk_period * $clk_io_pct] -clock clk0 [all_outputs]
==> impl_metrics.py <==
# Generated from Yosys and OpenROAD reports
metrics = {
    "outcome": {
        "status": "finished, final reports clean",
    },
    "grt": {
        "grt_max_degree": 60,
        "grt_pass1_wl_um": 12000,
        "grt_pass1_vias": 2525,
        "grt_antenna_before_repair": 0,
        "grt_usage": 0.209,
        "overflow": 0,
    },
    "cells_and_area": {
        "final.fill_count": 597,
        "fin_util": 0.606,
        "fin_cells": 509,
        "drive_above_1_share": 0.0654,
        "stdcell_area_um2": 4210,
        "area_growth_pct": 15.0,
    },
    "job": {
        "warnings": 39,
        "cap_violations": 0,
    },
    "detailed_routing": {
        "first_pass_iters": 4,
        "drt_iter0_markers": 84,
        "wire_per_inst_um": 14.1,
        "via_count": 2681,
        "drt.antenna.violating_nets": 0,
        "wl_met2_um": 2930,
        "via_per_inst": 5.27,
        "routed_wl_um": 7150,
        "wl_met1_um": 3920,
        "dr.max_layer_used": "met4",
        "diodes": 0,
        "detailroute.wirelength.met3_um": 248,
        "drc": 0,
    },
    "placement": {
        "placed_cell_area_um2": 4050,
        "pre_cts_slack_ps": 660,
        "portBuffers": 32,
        "hpwl_um": 5380,
        "dp_cells": 497,
        "place_congestion": 0.898,
    },
    "worst_setup_path": {
        "cp_slowest_stage_delay_ps": 620,
        "path_cells": "clkdlybuf4s50_1 > inv_1 > ha_1 > a21oi_1 > xnor2_1 > nand4_1 > nor2_1 > nand2_1 > nor3_1 > clkdlybuf4s50_1",
        "critPathKind": "in -> out",
        "crit_fanout": 6,
        "path_common_cell": "clkdlybuf4s50_1",
        "crit_arrival_ps": 3790,
        "cp-start-kind": "input pin",
        "timing.critical_path.to_type": "primary output",
        "cpMaxStageDelayCell": "clkdlybuf4s50_1",
        "required_ps": 4400,
    },
    "final_timing": {
        "skew_ps": 9.53,
        "setup_violations": 0,
        "maxSlewHeadroom": 0.449,
        "setup_tns_ps": 0,
        "rsz0062_at_grt": "false",
        "holdWs_ps": 439,
        "slew_violations": 0,
        "hold_viol": 0,
        "worst-slew-pin-transition_ps": 823,
        "setup_ws_ps": 615,
    },
    "power": {
        "ir_drop_v": 0.000247,
        "power.leakage_nw": 1.93,
        "powerDensity_nw_per_um2": 430,
        "finalPower_mw": 1.81,
    },
    "synth": {
        "ys.flops": 60,
        "async_reset_ff_frac": 0.983,
        "ys_chip_area_um2": 3660,
        "edf_count": 1,
        "flop_cell": "dfrtp_1",
        "yosys.area.top_type": "dfrtp_1",
        "ys_cells": 380,
        "ys_types": 51,
        "synthTopCellsByArea": "dfrtp_1 39%, ha_1 8.9%, xnor2_1 6.5%",
        "syn_area_um2": 3660,
        "synth-seq-area-share": 0.412,
        "top_cell_area_share": 0.390,
        "netlist_instances": 380,
        "syn_area_per_cell_um2": 9.63,
        "yosysWarningCount": 11,
    },
    "die": {
        "fp.dieH_um": 87.6,
        "die_x_um": 87.6,
        "fp_util": 0.527,
        "boundaryPins": 34,
        "chipArea_um2": 7670,
        "rows": 30,
        "core_area_um2": 6940,
    },
    "clock_tree": {
        "post_cts_buffers": 0,
        "clk_pin_slew_ps": 90,
        "cts_hold_buf": 0,
        "cts-resized-gates": 0,
        "clkSinkCount": 60,
        "cts_tree": "yes",
    },
    "hold_path": {
        "hp-class": "reg -> reg",
    },
}
-- logic make-up (layout without fill, tap and decap cells) --
| family | after synthesis | in the layout | synth area share |
|---|---|---|---|
| flip-flops | 60 | 60 | 0.412 |
| buffers and inverters | 33 | 66 | 0.0379 |
| AND/OR/NAND/NOR | 139 | 139 | 0.191 |
| multiplexers | 14 | 14 | 0.0397 |
| AND-OR/OR-AND | 65 | 65 | 0.118 |
| adder cells (fa/ha/maj) | 27 | 27 | 0.0916 |
| XOR/XNOR | 42 | 42 | 0.109 |
-- cell usage after synthesis, types with 2 or more instances --
master,number
nor4_1,2
o21ai_0,23
inv_1,20
buf_1,2
nand3_1,18
ha_1,26
mux2i_1,10
nor2_1,25
nor3b_1,5
and2_1,2
nand2b_1,8
dfstp_2,2
or4_1,3
xnor2_1,27
xor2_1,11
nor2b_1,9
and3_1,5
o31ai_1,2
nand3b_1,3
buf_4,3
xnor2_2,4
clkbuf_1,5
or3_1,2
nor3_1,3
a21o_1,6
a22o_1,7
mux2_1,2
mux2_2,2
nand2_1,45
dfrtp_1,57
a32o_1,6
a21oi_1,11
buf_2,3
nand4_1,4
-- power by group --
part           internal (mW)  leakage, nW  total [mW]  switching [mW]
sequential             0.574        0.758       0.713           0.139
combinational          0.377         1.09       0.754           0.377
clock                  0.187       0.0761       0.344           0.157
total                   1.14         1.93        1.81           0.673
-- cell usage in the layout (no fill, tap or decap), types with 2 or more instances in the layout --
cell type,Yosys,layout
inv_1,20,20
a22o_1,7,7
ha_1,26,26
dfstp_2,2,2
nand3_1,18,18
nor2_1,25,25
buf_4,3,2
dfrtp_1,57,57
a32o_1,6,6
nand3b_1,3,3
mux2_1,2,2
clkinvlp_4,0,2
mux2i_1,10,10
or3_1,2,2
or4_1,3,3
nor3_1,3,3
a21o_1,6,6
nor3b_1,5,5
a21oi_1,11,11
o31ai_1,2,2
nor4_1,2,2
clkdlybuf4s50_1,0,31
nand2_1,45,45
nor2b_1,9,9
nand4_1,4,4
mux2_2,2,2
and2_1,2,2
xnor2_2,4,4
and3_1,5,5
o21ai_0,23,23
xnor2_1,27,27
xor2_1,11,11
nand2b_1,8,8
clkbuf_8,0,8
-- worst max-delay path: cells and delay by family --
kind | cells | cell delay, ps
buffers and inverters | 3 | 1280
and+or+nand+nor | 4 | 780
adders and majority gates | 1 | 230
AOI/OAI and AO/OA | 1 | 230
xor gates and xnor gates | 1 | 150
-- layout make-up --
cell class              count  area [µm²]  area share
clock buffers               8         110      0.0262
clock inverters             4        53.8      0.0128
inverters                  20        75.1      0.0178
multi-input cells         287        2010       0.478
flip-flops and latches     60        1510       0.358
well taps                  96         120      0.0285
repair buffers             34         330      0.0785
-- metal layers --
layer / vias up / global-route usage
met5: - / 0
met4: 0 / 0.0253
met3: 4 / 0.0401
met2: 35 / 0.282
met1: 1273 / 0.373
li1: 1369 / -
-- path summary, 6_finish.rpt --
| path | startpoint | endpoint | slack [ps] | depth (start not counted) |
|---|---|---|---|---|
| setup / recovery | Prescale[2] | RX_OUT_V | 610 | 10 |
| hold reg to reg | U0_UART_TX.ser.counter[0] | U0_UART_TX.ser.counter[0] | 440 | 1 |
| max in group clk1 | TX_IN_V | U0_UART_TX.ser.shift_reg[2] | 3090 | 5 |
| min in group clk0 | U0_UART_RX.data_samp.sample2 | U0_UART_RX.data_samp.sample2 | 510 | 2 |
| setup reg to reg | U0_UART_RX.counter.edge_cnt[3] | U0_UART_RX.deserial.P_DATA[0] | 3030 | 6 |
| max in group asynchronous | RST | U0_UART_TX.ser.shift_reg[2] | 4000 | 2 |
| min in group asynchronous | RST | U0_UART_RX.data_samp.sample3 | 1000 | 2 |
| hold / removal | U0_UART_TX.ser.counter[0] | U0_UART_TX.ser.counter[0] | 440 | 1 |
Power is estimated from default activity; no workload was simulated.
